**flow/run.sh**
```bash
#!/bin/bash
# OpenROAD 26Q1-2900-gdf79404cd8, Yosys 0.63+post, stock flow scripts
make -C /OpenROAD-flow-scripts/flow DESIGN_CONFIG=/design/flow/config.mk WORK_HOME=/design/flow/orfs finish
```
**flow/config.mk**
```make
export PLATFORM = sky130hd
export DESIGN_NAME = Control
export DESIGN_NICKNAME = Control
export VERILOG_FILES = /design/flow/design.v
export SDC_FILE = /design/flow/constraint.sdc
export NUM_CORES = 4
export LEC_CHECK = 1
export CORE_AREA = 10 10 88 88
export DIE_AREA = 0 0 98 98
```
**flow/constraint.sdc**
```tcl
current_design Control

set clk_period 3.4
set clk_io_pct 0.2

create_clock -name clk0 -period $clk_period

set non_clock_inputs [all_inputs -no_clocks]
set_input_delay [expr $clk_period * $clk_io_pct] -clock clk0 $non_clock_inputs
set_output_delay [expr $clk_period * $clk_io_pct] -clock clk0 [all_outputs]
```
**flow/design.v**
```verilog
`timescale 1ns / 1ns
module Control(op,func,rt,PCSrc,RegWriteSrc,RegWrite,MemWrite,RegDst,ALUSrc,ALUOperation,ALUMD,CMPOperation,Word,ReadSign,Instype);
input [5:0] op;
input [5:0] func;
input [4:0] rt;
output [1:0] PCSrc,RegWriteSrc,RegDst,Word;
output [4:0] ALUOperation;
output  ALUMD;
output [2:0] Instype,CMPOperation;
output RegWrite,MemWrite,ALUSrc,ReadSign;
wire I_addu,I_subu,I_add,I_sub;
wire I_mult,I_multu,I_div,I_divu,I_mfhi,I_mflo,I_mthi,I_mtlo;
wire I_sll,I_srl,I_sra,I_sllv,I_srlv,I_srav;
wire I_ori,I_and,I_or,I_xor,I_nor,I_addi,I_addiu,I_andi,I_xori;
wire I_slt,I_slti,I_sltu,I_sltiu;
wire I_beq,I_bne,I_blez,I_bltz,I_bgez,I_bgtz;
wire I_lui;
wire I_jal,I_j,I_jr,I_jalr;
wire I_sb,I_sh,I_lb,I_lbu,I_lh,I_lhu,I_lw,I_sw;
assign I_addu=!op & func[5] & ~func[4] & ~func[3] & ~func[2] & ~func[1] & func[0];
assign I_subu=!op & func[5] & ~func[4] & ~func[3] & ~func[2] & func[1] & func[0];
assign I_ori=~op[5] & ~op[4] & op[3] & op[2] & ~op[1] & op[0];
assign I_lw=op[5] & ~op[4] & ~op[3] & ~op[2] & op[1] & op[0];
assign I_sw=op[5] & ~op[4] & op[3] & ~op[2] & op[1] & op[0];
assign I_beq=~op[5] & ~op[4] & ~op[3] & op[2] & ~op[1] & ~op[0];
assign I_lui=~op[5] & ~op[4] & op[3] & op[2] & op[1] & op[0];
assign I_jal=~op[5] & ~op[4] & ~op[3] & ~op[2] & op[1] & op[0];
assign I_jr=!op & ~func[5] & ~func[4] & func[3] & ~func[2] & ~func[1] & ~func[0];
assign I_j=~op[5] & ~op[4] & ~op[3] & ~op[2] & op[1] & ~op[0];
assign I_sb=op[5] & ~op[4] & op[3] & ~op[2] & ~op[1] & ~op[0];
assign I_sh=op[5] & ~op[4] & op[3] & ~op[2] & ~op[1] & op[0];
assign I_lb=op[5] & ~op[4] & ~op[3] & ~op[2] & ~op[1] & ~op[0];
assign I_lbu=op[5] & ~op[4] & ~op[3] & op[2] & ~op[1] & ~op[0];
assign I_lh=op[5] & ~op[4] & ~op[3] & ~op[2] & ~op[1] & op[0];
assign I_lhu=op[5] & ~op[4] & ~op[3] & op[2] & ~op[1] & op[0];
assign I_add=!op & func[5] & ~func[4] & ~func[3] & ~func[2] & ~func[1] & ~func[0];
assign I_sub=!op & func[5] & ~func[4] & ~func[3] & ~func[2] & func[1] & ~func[0];
assign I_mult=!op & ~func[5] & func[4] & func[3] & ~func[2] & ~func[1] & ~func[0];
assign I_multu=!op & ~func[5] & func[4] & func[3] & ~func[2] & ~func[1] & func[0];
assign I_div=!op & ~func[5] & func[4] & func[3] & ~func[2] & func[1] & ~func[0];
assign I_divu=!op & ~func[5] & func[4] & func[3] & ~func[2] & func[1] & func[0];
assign I_mfhi=!op & ~func[5] & func[4] & ~func[3] & ~func[2] & ~func[1] & ~func[0];
assign I_mflo=!op & ~func[5] & func[4] & ~func[3] & ~func[2] & func[1] & ~func[0];
assign I_mthi=!op & ~func[5] & func[4] & ~func[3] & ~func[2] & ~func[1] & func[0];
assign I_mtlo=!op & ~func[5] & func[4] & ~func[3] & ~func[2] & func[1] & func[0];
assign I_sll=!op & ~func[5] & ~func[4] & ~func[3] & ~func[2] & ~func[1] & ~func[0];
assign I_srl=!op & ~func[5] & ~func[4] & ~func[3] & ~func[2] & func[1] & ~func[0];
assign I_sra=!op & ~func[5] & ~func[4] & ~func[3] & ~func[2] & func[1] & func[0];
assign I_sllv=!op & ~func[5] & ~func[4] & ~func[3] & func[2] & ~func[1] & ~func[0];
assign I_srlv= !op & ~func[5] & ~func[4] & ~func[3] & func[2] & func[1] & ~func[0];
assign I_srav=!op & ~func[5] & ~func[4] & ~func[3] & func[2] & func[1] & func[0];
assign I_and=!op & func[5] & ~func[4] & ~func[3] & func[2] & ~func[1] & ~func[0];
assign I_or= !op &func[5] & ~func[4] & ~func[3] & func[2] & ~func[1] & func[0];
assign I_xor=!op & func[5] & ~func[4] & ~func[3] & func[2] & func[1] & ~func[0];
assign I_nor=!op & func[5] & ~func[4] & ~func[3] & func[2] & func[1] & func[0];
assign I_addi=~op[5] & ~op[4] & op[3] & ~op[2] & ~op[1] & ~op[0];
assign I_addiu=~op[5] & ~op[4] & op[3] & ~op[2] & ~op[1] & op[0];
assign I_andi=~op[5] & ~op[4] & op[3] & op[2] & ~op[1] & ~op[0];
assign I_xori=~op[5] & ~op[4] & op[3] & op[2] & op[1] & ~op[0];
assign I_slt=!op & func[5] & ~func[4] & func[3] & ~func[2] & func[1] & ~func[0];
assign I_slti=~op[5] & ~op[4] & op[3] & ~op[2] & op[1] & ~op[0];
assign I_sltu=!op & func[5] & ~func[4] & func[3] & ~func[2] & func[1] & func[0];
assign I_sltiu=~op[5] & ~op[4] & op[3] & ~op[2] & op[1] & op[0];
assign I_blez=~op[5] & ~op[4] & ~op[3] & op[2] & op[1] & ~op[0];
assign I_bltz=~op[5] & ~op[4] & ~op[3] & ~op[2] & ~op[1] & op[0] & !rt;
assign I_bgez=~op[5] & ~op[4] & ~op[3] & ~op[2] & ~op[1] & op[0] & rt[0];
assign I_bgtz=~op[5] & ~op[4] & ~op[3] & op[2] & op[1] & op[0];
assign I_bne=~op[5] & ~op[4] & ~op[3] & op[2] & ~op[1] & op[0];
assign I_jalr=!op & ~func[5] & ~func[4] & func[3] & ~func[2] & ~func[1] & func[0];
assign PCSrc[0]=I_beq | I_jr| I_blez | I_bltz | I_bgez | I_bgtz |I_bne | I_jalr;
assign PCSrc[1]=I_jal | I_jr | I_j | I_jalr;
assign RegWriteSrc[0]=I_lw |I_lb |I_lbu |I_lh |I_lhu;
assign RegWriteSrc[1]=I_jal | I_jalr;
assign RegWrite=~I_sw & ~I_beq & ~I_jr & ~I_j & ~I_sb & ~I_sh & ~I_mult & ~I_multu & ~I_div & ~I_divu & ~I_mthi & ~I_mtlo
        & ~I_blez & ~I_bltz & ~I_bgez & ~I_bgtz & ~I_bne;
assign MemWrite=I_sw | I_sh | I_sb;
assign RegDst[0]=I_addu |I_subu | I_add | I_sub | I_mfhi | I_mflo | I_sll | I_srl | I_sra | I_sllv | I_srlv |I_srav | I_and | I_or |I_xor |I_nor | I_slt | I_sltu | I_jalr;
assign RegDst[1]=I_jal | I_jalr ;
assign ALUSrc=I_addu | I_subu | I_add | I_sub | I_mult | I_multu |I_div | I_divu | I_sll | I_srl | I_sra | I_sllv | I_srlv |I_srav | I_and | I_or |I_xor |I_nor | I_slt | I_sltu;
assign ALUOperation[0]=I_subu | I_addu | I_lw | I_sw | I_sb | I_sh | I_lb | I_lbu | I_lh | I_lhu | I_multu | I_divu | I_mfhi | I_mthi | I_sll | I_srl| I_srav | I_and | I_xor| I_addiu | I_xori | I_slt | I_slti;
assign ALUOperation[1]=I_subu | I_ori | I_add | I_mult | I_divu | I_mflo | I_mthi | I_srl | I_sra | I_srlv |I_or | I_xor | I_addi |I_xori | I_slt | I_slti;
assign ALUOperation[2]=I_ori | I_sub| I_mult | I_multu | I_divu | I_mtlo| I_sllv | I_srlv | I_srav | I_and | I_and | I_or | I_xor | I_andi | I_xori | I_slt | I_slti;
assign ALUOperation[3]=I_ori | I_div | I_mfhi | I_mflo | I_mthi | I_mtlo | I_and | I_or | I_xor | I_andi | I_xori | I_sltu | I_sltiu;
assign ALUOperation[4]=I_sll | I_srl | I_sra |I_sllv |I_srlv | I_srav| I_nor | I_slt | I_slti | I_sltu | I_sltiu;
assign ALUMD=I_mult | I_multu | I_div | I_divu | I_mfhi | I_mflo | I_mthi | I_mtlo;
assign CMPOperation[0]=I_blez | I_bgez | I_bne;
assign CMPOperation[1]=I_bgez | I_bgtz;
assign CMPOperation[2]=I_blez | I_bltz;
assign Word[0]=I_sh | I_lh | I_lhu;
assign Word[1]=I_sb | I_lb | I_lbu;
assign ReadSign=~I_lbu & ~I_lhu & ~I_ori & ~I_andi & ~I_xori;
assign Instype[0]=I_lw | I_beq | I_jal | I_lb | I_lbu | I_lh |I_lhu | I_blez |I_bltz | I_bgez | I_bgtz |I_bne | I_jalr;
assign Instype[1]=I_sw | I_beq | I_jal | I_sb | I_sh |I_mult | I_multu | I_div | I_divu | I_blez | I_bltz | I_bgez | I_bgtz | I_bne | I_jalr;
assign Instype[2]=I_beq | I_jr | I_mult| I_multu | I_div | I_divu | I_blez | I_bltz | I_bgez | I_bgtz | I_bne | I_jalr;
endmodule
```
==> results.txt <==
fresh numbers from the pnr run: Vias/cell=4.597, CP startpoint kind=input port, chip area=about 9600 um2, Worst Hold Depth=5, hold crit path type=in -> out, mapped cell area=around 980 um2, layout cells sized above 1=0.2217, kind of critical path=in -> out, number of antenna violations at the first check in global routing=0, Port-buffer cells=41, Placer Congestion=around 0.89, Ant. Diodes=0, hold path start=op[1], Final Cell Area=1645 um2, count of final max-slew check failures=0, Top-area cell share=0.05725, leakage power total=0.6466 nW, Total GRT Usage=0.07317, I/O pins=a little over 40, maximum VDD drop=between 50 and 60 uV, Gate Count Post-Synth=151, Post-Place Worst Slack=0.03348 ns, clkbuf count=0, slew margin rel.=0.7571, PwrDens=93.60 nW/um2, Crit. End Element=primary output, worst slew pin tran=0.3644 ns, fin crit period=3.330 ns, Seq share, synth=0, DRC violations left=0, final setup margin=0.06994 ns, CP max FO=5, Syn Area/Cell=6.513 um2, first drt pass iteration count=4, Final Hold Viols=0, placed inst area=1587 um2, first-pass GRT wire length=6120 um, num rows=28, via count=1278, setup TNS=0 ns, antenna viol nets, final=0, Layout area overhead=67.30%, Fmax=300.3 MHz, largest net degree at the start of global routing=18, HPWL Detailed=just over 3000 um, Commonest cells post-synth=nand2_1, nor2_1, buf_2, nor2b_1, a21oi_1, Die W=roughly 100 um, MaxCap Viol Count=0, final setup violation count=0, Die H=98 um, Yosys cell types=56, Initial Utilization=0.1661, biggest area consumer among synthesized cells=nor2b_1, DP Cell Count=277, count of flip-flops and latches=0, top cells by area=nor2b_1, nand2_1, nor2_1, yosys stat area=~1000 um2, ys cells=around 150, hold endpoint=ALUOperation[0], CP required=2.72 ns, Post-CTS Hold Buffers=0, Core ar.=5921 um2, WL/cell=13.48 um, sequential cell area=0 um2, status=complete, no violations, Routed WL=3748 um, vias in the first global route=about 1200, CP arrival=2.65 ns, OpenROAD warning count=32, yosys warns=0, initial DRC count=~110, gr ovfl total=0, Final Cycle Share=0.9794, Post-Layout Cell Count=278
==> cell usage in the layout (no fill, tap or decap), drive strengths merged, types with 2 or more instances in the layout <==
cell / n
nor3: 6
nor2: 14
a2bb2oi: 2
o311ai: 2
and3: 3
o21ai: 11
nand3: 7
nand2b: 4
dlymetal6s2s: 3
nor4bb: 2
clkdlybuf4s50: 37
and2: 2
nor3b: 2
or3: 3
a21oi: 8
a21o: 3
nand2: 15
a311oi: 2
nand3b: 3
nor2b: 9
inv: 5
nand4: 4
o32a: 2
xnor2: 3
buf: 28
==> per-stage QoR <==
| step | util | total power (W) | hold WS, ns |
|---|---|---|---|
| floorplan | - | 0.00007955 | 1.466 |
| global placement | 0.2680 | 0.0001491 | 2.377 |
| detailed placement | 0.2680 | 0.0001485 | 2.365 |
| CTS | 0.2678 | 0.0001491 | 2.372 |
| global route | 0.2779 | 0.0001693 | 2.215 |
| finish | 0.2779 | 0.0001540 | 2.166 |
==> logic make-up after synthesis <==
logic type | Yosys count | synth area share
muxes | 2 | 0.02163
xor gates and xnor gates | 4 | 0.03563
and+or+nand+nor | 80 | 0.4784
AOI/OAI and AO/OA | 43 | 0.3270
buffers and inverters | 22 | 0.1374
==> metal layers <==
metal  part of all wire  global-route usage
met2               0.44              0.1168
met5                  0                   0
met1               0.49              0.1042
met3              0.072             0.01565
met4                  0                   0
==> area by class of cell <==
type / count / area, um2
fill: 644 / 4275
inverter: 5 / 18.77
multi-input combinational: 129 / 889.6
tap: 75 / 93.84
timing repair buffer: 69 / 643.1
==> critical path, cell delays in order <==
cell and delay [ns]:
clkdlybuf4s50_1 0.50, nor3_4 0.27, buf_4 0.16, and2_1 0.24
o2111ai_1 0.13, o311ai_1 0.12, clkdlybuf4s50_1 0.54
==> power breakdown <==
part / internal, W / switching (W)
Sequential: 0 / 0
Clock: 0 / 0
Combinational: 0.0000818 / 0.0000722
Total: 0.0000818 / 0.0000722
==> worst max-delay path by stage <==
stage	cells after the start	to	startpoint
finish	7	ALUOperation[1]	op[5]
global route	7	ALUOperation[1]	func[1]
CTS	6	ALUOperation[0]	func[4]
==> repair_timing <==
action	in CTS	in global routing
resized	1	12
pin swaps	0	4
setup endpoints to repair	1	11
gates cloned	0	0
setup buffers	0	1
No activity file was given, so power comes from the tool's default toggle rates.
