==> flow/design.v <==
`timescale 1ns / 1ns
module IFID(CLK,IFIDFrozen,Inst,Add4,Add8,IDop,IDfunc,IDrs,IDrt,IDrd,IDshamt,IDimm16,IDimm26,IDAdd4,IDAdd8);
input CLK;
input IFIDFrozen;
input [31:0]Inst;
input [31:0]Add4;
input [31:0]Add8;
output reg[5:0] IDop;
output reg[5:0] IDfunc;
output reg[4:0] IDrs,IDrt,IDrd,IDshamt;
output reg[15:0] IDimm16;
output reg[25:0] IDimm26;
output reg[31:0] IDAdd4;
output reg[31:0] IDAdd8;
initial begin
    IDop=0;
    IDfunc=0;
    IDrs=0;
    IDrt=0;
    IDrd=0;
    IDshamt=0;
    IDimm16=0;
    IDimm26=0;
    IDAdd4=0;
    IDAdd8=0;
end
always @ (posedge CLK)
begin
    if(!IFIDFrozen)
    begin
        IDop=Inst[31:26];
        IDfunc=Inst[5:0];
        IDshamt=Inst[10:6];
        IDrd=Inst[15:11];
        IDrt=Inst[20:16];
        IDrs=Inst[25:21];
        IDimm16=Inst[15:0];
        IDimm26=Inst[25:00];
        IDAdd4=Add4;
        IDAdd8=Add8;
    end
end
endmodule
module IDEX(CLK,IDEXClear,IDrs,IDrt,IDrd,IDshamt,IDWriteReg,IDAdd4,IDAdd8,IDRegWrite,IDRegWriteSrc,IDMemWrite,IDType,IDALUSrc,IDALUOperation,IDALUMD,IDCMPOperation,IDWord,IDReadSign,IDsignext,IDzeroext,IDGPRReadData1,IDGPRReadData2,
EXrs,EXrt,EXrd,EXshamt,EXWriteReg,EXAdd4,EXAdd8,EXRegWrite,EXRegWrteSrc,EXMemWrite,EXType,EXALUSrc,EXALUOperation,EXALUMD,EXCMPOperation,EXWord,EXReadSign,EXsignext,EXzeroext,EXGPRReadData1,EXGPRReadData2);
input CLK;
input IDEXClear;
input [4:0]IDrs,IDrt,IDrd,IDshamt,IDWriteReg;
input [4:0] IDALUOperation;
input [31:0]IDAdd4,IDAdd8;
input IDRegWrite,IDMemWrite,IDALUSrc,IDALUMD,IDReadSign;
input [1:0]IDRegWriteSrc,IDWord;
input [2:0]IDType,IDCMPOperation;
input [31:0] IDsignext,IDzeroext,IDGPRReadData1,IDGPRReadData2;
output reg [4:0]EXrs,EXrt,EXrd,EXshamt,EXWriteReg;
output reg [4:0]EXALUOperation;
output reg [31:0]EXAdd4,EXAdd8;
output reg EXRegWrite,EXMemWrite,EXALUSrc,EXALUMD,EXReadSign;
output reg [1:0] EXRegWrteSrc,EXWord;
output reg [2:0] EXType,EXCMPOperation;
output reg [31:0] EXsignext,EXzeroext,EXGPRReadData1,EXGPRReadData2;
initial begin
    EXrs=0;
    EXrt=0;
    EXrd=0;
    EXshamt=0;
    EXWriteReg=0;
    EXAdd4=0;
    EXAdd8=0;
    EXRegWrite=0;
    EXRegWrteSrc=0;
    EXMemWrite=0;
    EXType=0;
    EXALUSrc=0;
    EXALUOperation=0;
    EXALUMD=0;
    EXCMPOperation=0;
    EXWord=0;
    EXReadSign=0;
    EXsignext=0;
    EXzeroext=0;
    EXGPRReadData1=0;
    EXGPRReadData2=0;
end
always @ (posedge CLK)
begin
    if(IDEXClear)
    begin
    EXrs=0;
    EXrt=0;
    EXrd=0;
    EXshamt=0;
    EXWriteReg=0;
    EXAdd4=0;
    EXAdd8=0;
    EXRegWrite=0;
    EXRegWrteSrc=0;
    EXMemWrite=0;
    EXType=0;
    EXALUSrc=0;
    EXALUOperation=0;
    EXALUMD=0;
    EXCMPOperation=0;
    EXWord=0;
    EXReadSign=0;
    EXsignext=0;
    EXzeroext=0;
    EXGPRReadData1=0;
    EXGPRReadData2=0;
    end
    else
    begin
    EXrs=IDrs;
    EXrt=IDrt;
    EXrd=IDrd;
    EXshamt=IDshamt;
    EXWriteReg=IDWriteReg;
    EXAdd4=IDAdd4;
    EXAdd8=IDAdd8;
    EXRegWrite=IDRegWrite;
    EXRegWrteSrc=IDRegWriteSrc;
    EXMemWrite=IDMemWrite;
    EXType=IDType;
    EXALUSrc=IDALUSrc;
    EXALUOperation=IDALUOperation;
    EXALUMD=IDALUMD;
    EXCMPOperation=IDCMPOperation;
    EXWord=IDWord;
    EXReadSign=IDReadSign;
    EXsignext=IDsignext;
    EXzeroext=IDzeroext;
    EXGPRReadData1=IDGPRReadData1;
    EXGPRReadData2=IDGPRReadData2;
    end
end
endmodule
module EXMEM(CLK,EXALUResult,EXDMWriteData,EXrs,EXrt,EXrd,EXWriteReg,EXAdd4,EXAdd8,EXRegWrite,EXRegWriteSrc,EXMemWrite,EXWord,EXReadSign,EXType,
    MEMALUResult,MEMDMWriteData,MEMrs,MEMrt,MEMrd,MEMWriteReg,MEMAdd4,MEMAdd8,MEMRegWrite,MEMRegWriteSrc,MEMMemWrite,MEMWord,MEMReadSign,MEMType);
input CLK;
input [31:0] EXALUResult,EXDMWriteData,EXAdd4,EXAdd8;
input [4:0] EXWriteReg,EXrs,EXrt,EXrd;
input EXRegWrite,EXMemWrite,EXReadSign;
input [1:0] EXRegWriteSrc,EXWord;
input [2:0] EXType;
output reg [31:0] MEMALUResult,MEMDMWriteData,MEMAdd4,MEMAdd8;
output reg [4:0] MEMWriteReg,MEMrs,MEMrt,MEMrd;
output reg MEMRegWrite,MEMMemWrite,MEMReadSign;
output reg [1:0] MEMRegWriteSrc,MEMWord;
output reg [2:0] MEMType;
initial begin
    MEMALUResult=0;
    MEMDMWriteData=0;
    MEMAdd4=0;
    MEMAdd8=0;
    MEMWriteReg=0;
    MEMrs=0;
    MEMrt=0;
    MEMrd=0;
    MEMRegWrite=0;
    MEMMemWrite=0;
    MEMRegWriteSrc=0;
    MEMWord=0;
    MEMReadSign=0;
    MEMType=0;
end
always @ ( posedge CLK)
begin
    MEMALUResult=EXALUResult;
    MEMDMWriteData=EXDMWriteData;
    MEMAdd4=EXAdd4;
    MEMAdd8=EXAdd8;
    MEMWriteReg=EXWriteReg;
    MEMrs=EXrs;
    MEMrt=EXrt;
    MEMrd=EXrd;
    MEMRegWrite=EXRegWrite;
    MEMMemWrite=EXMemWrite;
    MEMRegWriteSrc=EXRegWriteSrc;
    MEMWord=EXWord;
    MEMReadSign=EXReadSign;
    MEMType=EXType;
end
endmodule
module MEMWB(CLK,MEMrs,MEMrt,MEMrd,MEMWriteReg,MEMALUResult,MEMDMReadData,MEMRegWrite,MEMRegWriteSrc,MEMWriteBit,MEMReadSign,MEMAdd4,MEMAdd8,MEMType,
    WBrs,WBrt,WBrd,WBWriteReg,WBALUResult,WBDMReadData,WBRegWrite,WBRegWriteSrc,WBReadBit,WBReadSign,WBAdd4,WBAdd8,WBType);
input CLK;
input [4:0] MEMrs,MEMrt,MEMrd,MEMWriteReg;
input [31:0] MEMALUResult,MEMDMReadData;
input MEMRegWrite,MEMReadSign;
input [1:0] MEMRegWriteSrc;
input [31:0] MEMAdd4,MEMAdd8;
input [2:0] MEMType;
input [3:0] MEMWriteBit;
output reg[4:0] WBrs,WBrt,WBrd,WBWriteReg;
output reg[31:0] WBALUResult,WBDMReadData;
output reg WBRegWrite,WBReadSign;
output reg [1:0] WBRegWriteSrc;
output reg[31:0] WBAdd4,WBAdd8;
output reg[2:0] WBType;
output reg[3:0] WBReadBit;
initial begin
    WBrs=0;
    WBrt=0;
    WBrd=0;
    WBWriteReg=0;
    WBALUResult=0;
    WBDMReadData=0;
    WBRegWrite=0;
    WBRegWriteSrc=0;
    WBAdd4=0;
    WBAdd8=0;
    WBReadBit=0;
    WBReadSign=0;
    WBType=0;
end
always @(posedge CLK)
begin
    WBrs=MEMrs;
    WBrt=MEMrt;
    WBrd=MEMrd;
    WBWriteReg=MEMWriteReg;
    WBALUResult=MEMALUResult;
    WBDMReadData=MEMDMReadData;
    WBRegWrite=MEMRegWrite;
    WBRegWriteSrc=MEMRegWriteSrc;
    WBAdd4=MEMAdd4;
    WBAdd8=MEMAdd8;
    WBReadBit=MEMWriteBit;
    WBReadSign=MEMReadSign;
    WBType=MEMType;
end
endmodule
==> flow/run.sh <==
#!/bin/bash
# OpenROAD 26Q1-2900-gdf79404cd8, Yosys 0.63+post, stock flow scripts
make -C /OpenROAD-flow-scripts/flow DESIGN_CONFIG=/design/flow/config.mk WORK_HOME=/design/flow/orfs finish
==> flow/config.mk <==
export PLATFORM = sky130hd
export DESIGN_NAME = IDEX
export DESIGN_NICKNAME = IDEX
export VERILOG_FILES = /design/flow/design.v
export SDC_FILE = /design/flow/constraint.sdc
export NUM_CORES = 4
export LEC_CHECK = 1
export CORE_AREA = 10 10 227 227
export DIE_AREA = 0 0 237 237
==> flow/constraint.sdc <==
current_design IDEX

set clk_period 1.0
set clk_io_pct 0.2

create_clock -name clk0 -period $clk_period [get_ports {CLK}]

set non_clock_inputs [all_inputs -no_clocks]
set_input_delay [expr $clk_period * $clk_io_pct] -clock clk0 $non_clock_inputs
set_output_delay [expr $clk_period * $clk_io_pct] -clock clk0 [all_outputs]
==> impl_metrics.ini <==
; flow metrics
[min_path]
holdPathStages = 3
timing.hold.worst.start = IDEXClear
hold_path_end = EXzeroext[29]
min-delay-path-class = primary input to flip-flop

[floorplanning]
floorplan.die_area_sq_mm = 0.05617
initial_utilization_pct = 13.66
floorplan.die.width_um = 237
floorplan.rows = 79
fp.dieH_um = 237
design.portCount = 476
placeableCoreArea_sq_mm = 0.04656

[synthesis]
edf_count = 0
synth_stat.cells = 500
multiplexer_share_pct = 0
dominantRegCellSynth = sky130_fd_sc_hd__dfxtp_1
synthArstFlopShare_pct = 0
ys.flops = 237
top_cells_by_count = sky130_fd_sc_hd__dfxtp_1, sky130_fd_sc_hd__nor2b_1, sky130_fd_sc_hd__buf_2
yosys-stat-area_sq_mm = 0.006357
simple_gate_area_share_pct = 23.32
yosys-dominant-comb-family = simple AND/OR/NAND/NOR gates
postSynthSeqShare_pct = 74.63
largest_area_cell = sky130_fd_sc_hd__dfxtp_1
synth_cell_types = 3
syn_inst = 500
yosys_warnings = 1
post_synthesis_instance_area_sq_mm = 0.006357
synth-xor-area-share_pct = 0
synthAdderAreaFrac_pct = 0
synth_largest_type_area_fraction_pct = 74.63
ys_top_cells_by_area = sky130_fd_sc_hd__dfxtp_1, sky130_fd_sc_hd__nor2b_1, sky130_fd_sc_hd__buf_2
post_synth_ao_oa_area_fraction_pct = 0
per_instance_average_area_after_synthesis_sq_um = 12.71

[clock_tree]
numClockSinks = 237
max-clock-path-buffers = 3
cts_max_level = 1
clkSlewWorstSetupHoldPaths_ps = 50
post-cts-setup-buffer-count = 0
cts_root_buffer = sky130_fd_sc_hd__clkbuf_16
tritoncts = built
numCtsBuffers = 27

[grt]
pin_count_of_the_biggest_net_entering_global_routing = 50
grt_antenna_before_repair = 3
grt_first_pass_wirelength_um = 37760
grt_usage_pct = 8.956
vias_in_the_first_global_route = 5544
grt-ovfl-total = 0

[final_timing]
max_freq_mhz = 782.8
final-hold-violation-count = 0
finalClockPeriodUsage_pct = 127.8
slew_headroom_pct = 77.12
rsz0062_at_grt = true
final.min_clock_period_ps = 1278
setup-violations-final = 237
setup_slack_ps = -277.5
drv_slew = 0
max_slew.worst_pin.slew_ps = 342.1

[route]
viasPerCell = 3.095
detailedRoute.firstIterationViolations = 68
drt_pre_antenna_iters = 4
wl_per_cell_um = 16.06
via_count = 5045
num_antenna_cells = 0
antenna_left = 0
route.detailed.drc = 0
routed_wirelength_um = 26180

[critical_path]
worstPathMaxFanout = 1
worst_ep_required_time_ps = 800
critical-path-slowest-cell = sky130_fd_sc_hd__dfxtp_4
worst_ep_arrival_time_ps = 1080
worst_path_largest_cell_delay_ps = 420
timing.critical_path.buf_inv = 1
timing.setup.critical_path_class = flip-flop to output pin
crit_path_cell_trace = buf_6
worst_setup_end_kind = output pin
cp-start-kind = flip-flop
critical-path-top-delay-family = flip-flops

[power]
intPower_mw = 17.98
p_comb_share_pct = 9.0
total_power_density_per_cell_area_mw_per_mm2 = 1886
max-vdd-ir-drop_uv = 1295
sw_frac_of_total_pct = 20.22
seqPwrFrac_pct = 44.9
share_clk_of_total_power_pct = 46.1
finalPower_mw = 22.53
power.static_leakage_nw = 5.206
net-switching-power_mw = 4.556

[layout]
synthToLayoutAreaGrowth_pct = 87.92
layout-drive-gt1-share_pct = 34.90
final_cells = 1630

[placement]
io_buffer_count = 475
place.detailed.instances = 1581
place.detailed.hpwl_um = 21090
gpl.final_weighted_congestion = 0.7878
pre_cts_setup_slack_ps = -395.2

[run_status]
failed_checks = negative setup slack
outcome = finished, violations left

[run]
drv.max_cap_violation_count = 0
warnings = 27
power by group through the flow:
stage | Sequential [mW] | Clock (mW) | Combinational (mW)
4_1_cts | 10.1 | 10.8 | 2.09
6_report | 10.1 | 10.4 | 2.02
5_1_grt | 10.2 | 11.2 | 2.23
per-stage QoR:
stage | hold WS [ps] | setup TNS, ps | instance area (sq um) | utilization [%]
final | 112.7 | -34190 | 11950 | 25.66
after global routing | 100.9 | -47410 | 11950 | 25.66
after CTS | 92.89 | -46180 | 11910 | 25.58
after detailed placement | 568.4 | -3851 | 11980 | 25.73
after global placement | 567.3 | -3392 | 11980 | 25.73
after floorplan | 328.2 | 0 | 6357 | -
state kept, by name, indices dropped and copies added (netlist names), 32 cells and up:
signal / cells
EXGPRReadData2: 32
EXsignext: 32
EXGPRReadData1: 32
EXzeroext: 32
EXAdd4: 32
EXAdd8: 32
cells by family (layout without fill, tap and decap cells):
family	count (synthesis)	count (layout)
buffers and inverters	26	549
flip-flops	237	237
AND/OR/NAND/NOR	237	237
cell type report:
| cell class | count | area [sq um] |
|---|---|---|
| well taps | 607 | 759.5 |
| flip-flops and latches | 237 | 4820 |
| clock buffers | 38 | 797.0 |
| clock inverters | 9 | 153.9 |
| repair buffers | 502 | 3934 |
| fillers | 4864 | 34610 |
| multi-input cells | 237 | 1483 |
what timing repair did:
action,4_1_cts,5_1_grt
hold buffers,2,0
endpoints found under the setup margin,237,237
pin swaps,0,0
hold endpoints to repair,4,0
resized,844,14
layout by cell type (no fill, tap or decap), drive strengths merged:
cell type / n
buf: 263
nor2b: 237
clkdlybuf4s50: 237
dfxtp: 237
clkbuf: 38
bufinv: 4
clkinvlp: 2
clkinv: 2
dlygate4sd3: 2
inv: 1
per-layer routing:
metal  part of all wire [%]  GRT usage [%]  vias to the layer above  routed length, um
met5                   0.12              0                        -                 31
met4                    2.5          2.104                        4                658
met3                     12          4.254                       39               3112
met2                     46          14.49                      290              12170
met1                     39          10.60                     2205              10210
li1                       -              -                     2507                  -
how the worst max path moves through the flow:
stage | depth (start not counted) | start | slack (ps) | endpoint
4_1_cts | 1 | EXGPRReadData1[12] | -330 | EXGPRReadData1[12]
5_1_grt | 1 | EXGPRReadData1[12] | -320 | EXGPRReadData1[12]
6_report | 1 | EXGPRReadData1[12] | -280 | EXGPRReadData1[12]
Power and IR drop assume default switching activity.
